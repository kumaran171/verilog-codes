$ cat run.sh
#!/bin/bash
# OpenROAD 26Q1-2900-gdf79404cd8, Yosys 0.63+post, stock flow scripts
make -C /OpenROAD-flow-scripts/flow DESIGN_CONFIG=/design/flow/config.mk WORK_HOME=/design/flow/orfs finish
$ cat config.mk
export PLATFORM = sky130hd
export DESIGN_NAME = apb_top
export DESIGN_NICKNAME = apb_top
export VERILOG_FILES = /design/flow/design.v
export SDC_FILE = /design/flow/constraint.sdc
export NUM_CORES = 4
export LEC_CHECK = 1
export CORE_UTILIZATION = 50
$ cat constraint.sdc
current_design apb_top

set clk_period 8.7
set clk_io_pct 0.2

create_clock -name clk0 -period $clk_period [get_ports {clk}]

set non_clock_inputs [all_inputs -no_clocks]
set_input_delay [expr $clk_period * $clk_io_pct] -clock clk0 $non_clock_inputs
set_output_delay [expr $clk_period * $clk_io_pct] -clock clk0 [all_outputs]
$ cat design.v
module apb_master (
    input clk,
    input reset,
    input transfer,
    input write_en,                
    input pready,
    input [7:0] prdata,            
    input [7:0] din,              
    input [7:0] addr_in,           
    output reg psel,
    output reg penable,
    output reg pwrite,
    output reg [7:0] pwdata,       
    output reg [7:0] paddr,        
    output reg [7:0] dout          
);
    parameter IDLE = 2'b00, SETUP = 2'b01, ACCESS = 2'b10;
    reg [1:0] state, next_state;
    always @(posedge clk or posedge reset) begin
        if (reset)
            state <= IDLE;
        else
            state <= next_state;
    end
    always @(*) begin
        next_state = state;
        psel = 0;
        penable = 0;
        pwrite = write_en;
        paddr = addr_in;
        pwdata = din;
        case (state)
            IDLE: begin
                if (transfer)
                    next_state = SETUP;
            end
            SETUP: begin
                psel = 1;
                next_state = ACCESS;
            end
            ACCESS: begin
                psel = 1;
                penable = 1;
                if (pready)
                    next_state = transfer ? SETUP : IDLE;
            end
        endcase
    end
    always @(posedge clk or posedge reset) begin
        if (reset) begin
            dout <= 8'h00;
        end else if (state == ACCESS && penable && pready && write_en == 0) begin
            dout <= prdata;
        end
    end
endmodule
module apb_slave (
    input clk,
    input reset,
    input psel,
    input penable,
    input pwrite,
    input [7:0] paddr,
    input [7:0] pwdata,
    output reg [7:0] prdata,
    output wire pready
);
    reg [7:0] mem [0:255];
    assign pready = 1'b1;
    always @(posedge clk or posedge reset) begin
        if (reset) begin
            prdata <= 8'h00;
            mem[8'hA5] <= 8'h5A;  
        end else if (psel && penable) begin
            if (pwrite)
                mem[paddr] <= pwdata;
            else
                prdata <= mem[paddr];
        end
    end
endmodule
module apb_top (
    input clk,
    input reset,
    input transfer,
    input write_en,
    input [7:0] din,
    input [7:0] addr_in,
    output [7:0] dout        
);
    wire psel, penable, pwrite, pready;
    wire [7:0] pwdata, paddr, prdata;
    apb_master master_inst (
        .clk(clk),
        .reset(reset),
        .transfer(transfer),
        .write_en(write_en),
        .pready(pready),
        .prdata(prdata),
        .din(din),
        .addr_in(addr_in),
        .psel(psel),
        .penable(penable),
        .pwrite(pwrite),
        .pwdata(pwdata),
        .paddr(paddr),
        .dout(dout)              
    );
    apb_slave slave_inst (
        .clk(clk),
        .reset(reset),
        .psel(psel),
        .penable(penable),
        .pwrite(pwrite),
        .paddr(paddr),
        .pwdata(pwdata),
        .prdata(prdata),
        .pready(pready)
    );
endmodule
==> flow_metrics.py <==
# Synthesis and PnR figures
metrics = {
    "timing": {
        "maxSlewViolCount": 19,
        "finalCritPeriodShare": 0.774,
        "timing.max_slew.rel_slack": -0.180,
        "aggregate_negative_setup_slack_ns": 0,
        "post-route-min-period_ns": 6.74,
        "layout_setup_ws_ns": 1.96,
        "setup-violations-final": 0,
        "fmax_ghz": 0.148,
        "finClkSkew_ns": 0.0619,
        "worst_hold_slack_ns": 0.353,
        "tightestPinTransition_ns": 1.75,
        "rsz0062_at_grt": "false",
        "final-hold-violation-count": 0,
    },
    "floorplanning": {
        "fp.dieArea_sq_um": 160000,
        "dieWidth_um": 400,
        "design.core.area_sq_um": 157000,
        "io_pins": 28,
        "initial_core_util": 0.506,
        "num_rows": 145,
        "fp.dieH_um": 400,
    },
    "job": {
        "drv.max_cap_violation_count": 6,
        "log_warnings": 30,
    },
    "critical_path": {
        "worstPathArrival_ns": 7.46,
        "crit_path_cell_trace": "buf_2, buf_4, and4b_4, buf_4, a22oi_1, o22ai_1, nor4_1, nand3_1, nor4_1, or4b_1, a22o_1",
        "startpoint_type": "input port",
        "critical_path_peak_fanout": 32,
        "endpoint_class_of_the_critical_path": "flop",
        "required_time_at_the_endpoint_of_the_critical_path_ns": 9.42,
        "critical_path.slowest_cell": "sky130_fd_sc_hd__nor4_1",
        "critPathKind": "input port to flop",
        "critPathMaxStageDelay_ns": 1.39,
    },
    "outcome": {
        "violated_checks": "max-capacitance violations, max-slew violations",
        "outcome": "finished, violations left",
    },
    "logic_synthesis": {
        "asyncSetResetFlopFracSynth": 0.0131,
        "enable_flop_cells": 2040,
        "number_of_unique_standard_cell_types_used_by_synthesis": 76,
        "yosys_warnings": 3,
        "postSynthAreaPerCell_sq_um": 16.2,
        "yosys-stat-cells": 4884,
        "yosys_area_sq_um": 79300,
        "synth.cell_area_sq_um": 79300,
        "post_synth_inst_count": 4884,
        "numSynthFlops": 2067,
        "yosysSeqAreaShare": 0.781,
        "dominantRegCellSynth": "sky130_fd_sc_hd__edfxtp_1",
    },
    "clocking": {
        "cts.path.max_buffers": 3,
        "post-cts-setup-buffer-count": 0,
        "cts_resized": 0,
        "cts_hold_buffers": 0,
        "clkSlewWorstSetupHoldPaths_ns": 0.06,
        "clockRootBuffer": "sky130_fd_sc_hd__clkbuf_16",
        "cts_tree": "built",
        "htree_num_levels": 4,
        "clock_latency_at_the_later_pin_of_the_worst_skew_pair_ns": 0.89,
        "numCtsBuffers": 210,
        "cts_sinks": 2067,
    },
    "drt": {
        "dr.first_iter.drc_count": 7506,
        "vias_per_cell": 7.79,
        "route.met2.wl_mm": 173,
        "detailroute.via_count": 59382,
        "route.detailed.wl_per_inst_um": 60.0,
        "drtAntennaViolNets": 0,
        "routed-wl-met3_mm": 105,
        "drt_pre_antenna_iters": 7,
        "maxUsedRoutingLayer": "met5",
        "wl_met1_mm": 120,
        "wirelength_routed_mm": 457,
        "detail_route.drc_violations": 0,
    },
    "worst_hold_path": {
        "class_of_the_tightest_hold_or_removal_check": "flop to flop",
    },
    "global_route": {
        "grt_first_pass_wirelength_mm": 584,
        "grt_pass1_vias": 58771,
        "grt_antenna_before_repair": 78,
        "grt_start_max_net_pins": 108,
        "grt.overflow.total": 0,
        "track_usage": 0.641,
    },
    "power_and_ir_drop": {
        "cellPowerDensity_nw_per_um2": 228,
        "max-vdd-ir-drop_mv": 0.204,
        "p_leak_nw": 28.9,
    },
    "place": {
        "number_of_i_o_port_buffers": 27,
        "dp_worst_setup_slack_ns": 1.92,
        "half_perimeter_wire_length_after_placement_mm": 311,
        "gpl.final_weighted_congestion": 1.19,
        "post_dp_cell_area_sq_um": 85600,
    },
    "finish": {
        "layout-drive-gt1-share": 0.186,
        "finalCoreUtilization": 0.591,
        "stdcell_area_sq_um": 92700,
        "area_growth_pct": 16.8,
    },
}
area by class of cell:
type	instances	area [sq um]
antenna	80	200
sequential	2067	61900
fill	11665	64200
clock buffer	256	5450
inverter	12	45.0
multi-input combinational	2409	16300
clock inverter	141	1450
tap	2058	2570
timing repair buffer	596	4780
per-stage QoR:
step                      total power, mW  instances
after floorplan                      11.5       4884
after global placement               12.2       7140
after detailed placement             12.2       7142
after CTS                            21.1       7539
after global routing                 21.4       7594
final                                21.2       7619
worst max-delay path: cells and delay by family:
| kind | cells | cell delay (ns) |
|---|---|---|
| buf+inv | 3 | 1.16 |
| compound gates | 3 | 1.64 |
| simple gates | 5 | 2.81 |
metal layers:
layer / up-vias / track usage
met4: 206 / 0.489
met2: 7291 / 0.738
li1: 21229 / -
met1: 28532 / 0.657
met3: 2124 / 0.615
met5: - / 0.438
power by group:
group | internal, mW | total (mW) | switching (mW)
clock network | 5.08 | 9.12 | 4.04
registers | 11.0 | 11.0 | 0.0450
logic | 0.222 | 1.03 | 0.806
total | 16.3 | 21.2 | 4.90
worst paths after layout:
kind | from | cells after the start | slack, ns | end
worst min register to register | master_inst.state[2] | 0 | 0.35 | master_inst.state[1]
worst max-delay path | addr_in[4] | 11 | 1.96 | slave_inst.prdata[0]
max in group asynchronous | reset | 3 | 6.89 | slave_inst.prdata[4]
min in group asynchronous | reset | 3 | 1.42 | slave_inst.mem[165][7]
worst max register to register | slave_inst.mem[216][0] | 7 | 4.18 | slave_inst.prdata[0]
worst min-delay path | master_inst.state[2] | 0 | 0.35 | master_inst.state[1]
Yosys cell counts, types with 8 or more instances:
cell	n	area (sq um)
sky130_fd_sc_hd__nand2_1	113	424
sky130_fd_sc_hd__a31oi_1	11	68.8
sky130_fd_sc_hd__a22oi_1	474	3560
sky130_fd_sc_hd__a22o_1	93	815
sky130_fd_sc_hd__o211ai_1	22	165
sky130_fd_sc_hd__inv_1	11	41.3
sky130_fd_sc_hd__nor3_1	79	395
sky130_fd_sc_hd__nor2b_1	15	93.8
sky130_fd_sc_hd__edfxtp_1	2040	61300
sky130_fd_sc_hd__a2bb2oi_1	11	96.3
sky130_fd_sc_hd__a21oi_1	79	395
sky130_fd_sc_hd__o21ai_0	30	150
sky130_fd_sc_hd__a2111oi_0	9	78.8
sky130_fd_sc_hd__buf_1	87	327
sky130_fd_sc_hd__a221oi_1	43	377
sky130_fd_sc_hd__and3_1	26	163
sky130_fd_sc_hd__and4b_1	8	80.1
sky130_fd_sc_hd__nand4bb_1	10	113
sky130_fd_sc_hd__nor4_1	70	438
sky130_fd_sc_hd__nor2_1	324	1220
sky130_fd_sc_hd__o22a_1	9	78.8
sky130_fd_sc_hd__mux2i_1	13	130
sky130_fd_sc_hd__or4_1	33	248
sky130_fd_sc_hd__buf_2	110	551
sky130_fd_sc_hd__nor4bb_1	11	110
sky130_fd_sc_hd__a32o_1	18	180
sky130_fd_sc_hd__clkbuf_1	186	698
sky130_fd_sc_hd__nand3_1	299	1500
sky130_fd_sc_hd__mux2_2	19	214
sky130_fd_sc_hd__o2111ai_1	13	114
sky130_fd_sc_hd__nand4b_1	10	87.6
sky130_fd_sc_hd__a221o_1	8	80.1
sky130_fd_sc_hd__o22ai_1	153	957
sky130_fd_sc_hd__a222oi_1	45	450
sky130_fd_sc_hd__dfrtp_1	22	551
sky130_fd_sc_hd__nand4_1	109	682
sky130_fd_sc_hd__a32oi_1	149	1310
sequential cells by signal (all words and copies together) (netlist names):
name	count
master_inst.state	3
master_inst.dout	8
slave_inst.mem	2048
slave_inst.prdata	8
layout by cell type, fill, tap and decap left out, types with 20 or more instances in the layout:
cell and n:
sky130_fd_sc_hd__nand2_1 113, sky130_fd_sc_hd__a21oi_1 78, sky130_fd_sc_hd__a22o_1 93, sky130_fd_sc_hd__o211ai_1 22, sky130_fd_sc_hd__bufinv_16 20, sky130_fd_sc_hd__nand3_1 298, sky130_fd_sc_hd__nor3_1 46, sky130_fd_sc_hd__nor2_1 305
sky130_fd_sc_hd__nor3_2 34, sky130_fd_sc_hd__clkbuf_1 45, sky130_fd_sc_hd__clkinv_2 39, sky130_fd_sc_hd__buf_4 553, sky130_fd_sc_hd__clkinv_1 60, sky130_fd_sc_hd__or4_1 33, sky130_fd_sc_hd__edfxtp_1 2040, sky130_fd_sc_hd__clkbuf_16 211
sky130_fd_sc_hd__o21ai_0 28, sky130_fd_sc_hd__o22ai_1 153, sky130_fd_sc_hd__diode_2 80, sky130_fd_sc_hd__a22oi_1 474, sky130_fd_sc_hd__and3_1 26, sky130_fd_sc_hd__a222oi_1 45, sky130_fd_sc_hd__a221oi_1 43, sky130_fd_sc_hd__a32oi_1 149
sky130_fd_sc_hd__nand4_1 109, sky130_fd_sc_hd__dfrtp_1 22, sky130_fd_sc_hd__nor4_1 61
logic make-up after synthesis:
logic type | after synthesis | share of synthesized area
flip-flops | 2067 | 0.781
XOR/XNOR | 5 | 0.000552
multiplexers | 32 | 0.00434
buffers and inverters | 408 | 0.0219
AND/OR/NAND/NOR | 1165 | 0.0762
AND-OR/OR-AND | 1207 | 0.116
Power figures rest on the tool's default switching activity, not on a simulated workload.
