$ cat ./config.mk
export PLATFORM = sky130hd
export DESIGN_NAME = i2c_Slave
export DESIGN_NICKNAME = i2c_Slave
export VERILOG_FILES = /design/flow/design.v
export SDC_FILE = /design/flow/constraint.sdc
export NUM_CORES = 4
export LEC_CHECK = 1
export CORE_AREA = 10 10 98 98
export DIE_AREA = 0 0 108 108
$ cat ./constraint.sdc
current_design i2c_Slave

set clk_period 2.4
set clk_io_pct 0.2

create_clock -name clk0 -period $clk_period [get_ports {clk}]

set non_clock_inputs [all_inputs -no_clocks]
set_input_delay [expr $clk_period * $clk_io_pct] -clock clk0 $non_clock_inputs
set_output_delay [expr $clk_period * $clk_io_pct] -clock clk0 [all_outputs]
$ cat ./design.v
module i2c_Slave (
    input scl,
    input clk,
    input rst,
    inout sda,
    output reg ack_err,
    output reg done
);
    reg [7:0] mem [0:127];
    reg [7:0] r_addr;
    reg [6:0] addr;
    reg [7:0] dout, din;
    reg r_mem, w_mem;
    reg sda_t;
    reg sda_en;
    reg [3:0] bitcnt = 0;
    reg busy = 0;
    reg [3:0] state;
    localparam IDLE = 0, READ_ADDR = 1, SEND_ACK1 = 2, SEND_DATA = 3,
               MASTER_ACK = 4, READ_DATA = 5, SEND_ACK2 = 6,
               WAIT_P = 7, DETECT_STOP = 8;
    integer i;
    always @(posedge clk) begin
        if (rst) begin
            for (i = 0; i < 128; i = i + 1)
                mem[i] <= i;
            dout <= 0;
        end else begin
            if (r_mem)
                dout <= mem[addr];
            if (w_mem)
                mem[addr] <= din;
        end
    end
    parameter sys_freq = 4000000;
    parameter i2c_freq = 100000;
    parameter clk_count4 = (sys_freq / i2c_freq);
    parameter clk_count1 = clk_count4 / 4;
    reg [15:0] count1 = 0;
    reg [1:0] pulse = 0;
    always @(posedge clk) begin
        if (rst || !busy) begin
            pulse <= 2;
            count1 <= clk_count1 * 2;
        end else if (count1 == clk_count1 - 1) begin
            pulse <= 1;
            count1 <= 0;
        end else if (count1 == clk_count1 * 2 - 1) begin
            pulse <= 2;
            count1 <= 0;
        end else if (count1 == clk_count1 * 3 - 1) begin
            pulse <= 3;
            count1 <= 0;
        end else if (count1 == clk_count1 * 4 - 1) begin
            pulse <= 0;
            count1 <= 0;
        end else begin
            count1 <= count1 + 1;
        end
    end
    reg sda_prev = 1;
    always @(posedge clk) begin
        sda_prev <= sda;
    end
    wire start_condition = (sda_prev == 1 && sda == 0 && scl);
    reg r_ack;
    always @(posedge clk) begin
        if (rst) begin
            bitcnt <= 0;
            state <= IDLE;
            r_addr <= 0;
            sda_en <= 0;
            sda_t <= 0;
            addr <= 0;
            r_mem <= 0;
            w_mem <= 0;
            din <= 0;
            ack_err <= 0;
            done <= 0;
            busy <= 0;
        end else begin
            r_mem <= 0;
            w_mem <= 0;
            done <= 0;
            case (state)
                IDLE: begin
                    if (start_condition) begin
                        busy <= 1;
                        state <= READ_ADDR;
                        bitcnt <= 0;
                    end
                end
                READ_ADDR: begin
                    sda_en <= 0;
                    if (bitcnt < 8) begin
                        if (pulse == 2)
                            r_addr <= {r_addr[6:0], sda};
                        if (pulse == 3)
                            bitcnt <= bitcnt + 1;
                    end else begin
                        addr <= r_addr[7:1];
                        state <= SEND_ACK1;
                        sda_en <= 1;
                        sda_t <= 0;
                        bitcnt <= 0;
                    end
                end
                SEND_ACK1: begin
                    if (pulse == 3) begin
                        if (r_addr[0]) begin
                            r_mem <= 1;
                            state <= SEND_DATA;
                        end else begin
                            state <= READ_DATA;
                        end
                        sda_en <= 0;
                    end
                end
                READ_DATA: begin
                    sda_en <= 0;
                    if (bitcnt < 8) begin
                        if (pulse == 2)
                            din <= {din[6:0], sda};
                        if (pulse == 3)
                            bitcnt <= bitcnt + 1;
                    end else begin
                        w_mem <= 1;
                        state <= SEND_ACK2;
                        bitcnt <= 0;
                        sda_en <= 1;
                        sda_t <= 0;
                    end
                end
                SEND_ACK2: begin
                    if (pulse == 3) begin
                        sda_en <= 0;
                        state <= DETECT_STOP;
                    end
                end
                SEND_DATA: begin
                    sda_en <= 1;
                    if (bitcnt < 8) begin
                        if (pulse == 1)
                            sda_t <= dout[7 - bitcnt];
                        if (pulse == 3)
                            bitcnt <= bitcnt + 1;
                    end else begin
                        bitcnt <= 0;
                        sda_en <= 0;
                        state <= MASTER_ACK;
                    end
                end
                MASTER_ACK: begin
                    if (pulse == 2)
                        r_ack <= sda;
                    if (pulse == 3) begin
                        ack_err <= (r_ack == 0) ? 1 : 0;
                        state <= DETECT_STOP;
                    end
                end
                DETECT_STOP: begin
                    if (start_condition == 0 && sda == 1 && scl == 1) begin
                        busy <= 0;
                        done <= 1;
                        state <= IDLE;
                    end
                end
                default: state <= IDLE;
            endcase
        end
    end
    assign sda = (sda_en && sda_t == 0) ? 1'b0 : 1'bz;
endmodule
$ cat ./run.sh
#!/bin/bash
# OpenROAD 26Q1-2900-gdf79404cd8, Yosys 0.63+post, stock flow scripts
make -C /OpenROAD-flow-scripts/flow DESIGN_CONFIG=/design/flow/config.mk WORK_HOME=/design/flow/orfs finish
==> deck_impl_summary.md <==
Physical Implementation Snapshot

Floorplan
  • Boundary Pins: 6
  • Placeable Area: between 7000 and 8000 sq um
  • Effective utilization at floorplan: 19.8%
  • Placement row count: 32
  • Total Die Area: 11700 sq um
  • DIE WIDTH: 108 microns
  • Die height: 108 microns

Synth
  • Cell taking the most area after synthesis: dfxtp_1
  • Top cells, area: dfxtp_1, xnor2_1, nor3_1, nor2_1, nand3_1
  • Fraction of the yosys area taken by sequential cells: 43.6%
  • Top-area cell type share of the netlist area: 43.6%
  • Yosys synthesis warning count: 2
  • Synthesized chip area reported by yosys: 1520 sq um
  • Number of flops mapped to enable cells by yosys: 0
  • Synth Register Bits: 33
  • Number of instances in the synthesized netlist: around 170
  • Most instantiated flip-flop cell in the synthesis netlist: dfxtp_1
  • Per-instance average area after synthesis: 8.97 sq um
  • Post-synth cell types: 39
  • Post-synthesis instance area: 1520 sq um
  • # Cells Yosys: 169
  • Async SR Flop Fraction: 0%

CTS
  • Cell resize tally after clock tree synthesis: 0
  • Post-CTS Setup Repair Bufs: 0
  • Number of clock sinks: 33
  • CTS Root Cell: clkbuf_8
  • Total CTS buffers: 5
  • Insertion delay at the late pin of the worst-skew pair: roughly 0.28 ns
  • Maximum buffer depth of the clock tree: 2
  • Number of levels in the clock H-tree: 2
  • CTS tree: done
  • Clock transition at the registers of the reported paths: roughly 0.07 ns
  • Post-CTS Hold Buffers: 0

Worst setup path
  • CP Max Fanout: 18
  • R2r worst-path depth: 4
  • Critical path class: reg -> reg
  • Critical path capture point type: register
  • Crit path DAT: a little over 2 ns
  • Worst EP required: 2.55 ns
  • Category of the worst setup path launch point: register

Final timing
  • Pin slew with the least headroom to its limit: 0.563 ns
  • Final count of pins violating max slew: 0
  • Crit share post-route: roughly four fifths
  • Worst setup skew after layout: 0.00621 ns
  • Total negative slack for setup checks: 0 ns
  • Setup repair after global routing missed its margin: no
  • Final hold vios: 0
  • Achievable frequency: 520 MHz
  • Worst slack on hold paths: between 0.4 and 0.5 ns
  • Crit path setup slack, layout: 0.476 ns
  • Relative slew slack: 62.5%
  • Endpoints failing setup: 0
  • Crit path time final: between 1.5 and 2 ns

GRT
  • Remaining Overflow, GRT: 0
  • Largest net degree at the start of global routing: 19
  • Initial antenna violation count: 0
  • Global router's overall resource usage: 5.18%
  • Layer with the highest usage: met1
  • First-pass GRT wire length: 5230 microns
  • Met1 Resource Use GR: 7.68%
  • Vias in the first global route: 1142
  • Met3 GRT Util: 1.75%
  • Global routing usage on met2: 7.24%

Routing
  • Routed vias: 1149
  • Wire length per cell: between 9 and 10 microns
  • Routed wire length: 2700 microns
  • Drt drc: 0
  • Number of vias per cell after detailed routing: 4.16
  • Remaining antenna violation count: 0
  • N_diodes: 0
  • Initial drt markers: 62
  • Number of optimization iterations in the first detailed-route pass: 4

Placement
  • Total of buffers placed on input and output ports: 3
  • Last weighted congestion value of the routability-driven placer: ~0.81
  • DP Wirelength: 1790 microns
  • Worst slack after detailed placement: roughly 0.49 ns

Finish
  • Share of the core filled with cells in the final layout: 23.0%
  • Most frequent cells in the layout: dfxtp_1, nor2_1, nor3_1, xnor2_1, nand3_1
  • P&R area growth vs syn: 16.0%
  • Share of cells above drive strength 1: about 7.5%
  • Commonest non-fill, non-tap cell in the layout: dfxtp_1

Worst hold path
  • Hold Path Stages: 2
  • Min-Delay Path Class: reg -> reg

Power and ir drop
  • Leakage power summed over all cells: 0.574 nW
  • Power after layout: 1.21 mW
  • Worst IR Drop VDD: 0.000240 V
  • Power density cells: 689 nW/um^2

Run status
  • Result of the run: finished clean

Flow run
  • Tool Warnings: 26
  • Reported max-cap violation count: 0
where the power goes:
group / switching (mW) / internal (mW)
Sequential: 0.00487 / 0.553
Clock: 0.205 / 0.412
Combinational: 0.0203 / 0.0154
area by class of cell:
class                   instances  area, sq um
clock buffers                   5         68.8
flip-flops and latches         33          661
clock inverters                 3         65.1
inverters                       5         18.8
fillers                       814         5890
well taps                     102          128
repair buffers                  4         37.5
multi-input cells             124          779
path summary, 6_finish.rpt:
path,start,to,slack (ns)
setup reg to reg,count1[3],count1[2],0.48
setup / recovery,count1[3],count1[2],0.48
hold reg to reg,state[1],state[1],0.48
hold / removal,state[1],state[1],0.48
state kept, by name, summed over array words and instances (netlist names):
signal    count
count1       16
state         8
bitcnt        4
pulse         2
ack_err       1
busy          1
sda_prev      1
critical path, stage by stage, from the launching register on:
cell and delay, ns:
dfxtp_1 0.43, or4_1 0.56, a2bb2oi_1 0.17, a21boi_4 0.45
o21ai_0 0.18
synth_stat cells (all sizes together) (3+ instances only):
library cell	instances
dfxtp	33
nor2	21
nor3	20
xnor2	12
nand3	8
nand2	7
buf	6
a21oi	5
inv	5
nand4	5
or4	5
a22oi	4
nand2b	4
clkbuf	3
ha	3
o21ai	3
kinds of logic after synthesis:
kind of cell / share of synthesized area, %
buffers and inverters: 5.45
DFF: 43.6
muxes: 0.661
AOI/OAI and AO/OA: 11.1
xor gates and xnor gates: 8.09
and+or+nand+nor: 28.3
other: 0.247
adders and majority gates: 2.48
per-stage QoR:
stage	instance area [sq um]	std cells
final	1760	276
after detailed placement	1620	268
after global routing	1760	276
after global placement	1620	268
after floorplan	1520	171
after CTS	1760	276
routing by layer:
| metal | vias to the layer above | share of wire [%] |
|---|---|---|
| li1 | 608 | - |
| met1 | 524 | 55 |
| met2 | 11 | 40 |
| met3 | 6 | 4.4 |
| met4 | 0 | 1.0 |
| met5 | - | 0 |
Power and IR drop assume default switching activity.
